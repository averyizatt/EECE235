### design/flow/design.v
module GuessTheNumber(
    input  wire        MAX10_CLK1_50,
    input  wire [1:0]  KEY,           
    input  wire [9:0]  SW,
    output reg  [7:0]  HEX0,          
    output reg  [7:0]  HEX1,
    output reg  [7:0]  HEX2,
    output reg  [7:0]  HEX3,
    output reg  [7:0]  HEX4,
    output reg  [7:0]  HEX5,          
    output reg  [9:0]  LEDR
);
    wire clk  = MAX10_CLK1_50;
    wire key0 = ~KEY[0];    
    wire key1 = ~KEY[1];    
    reg  key0Prev, key1Prev;
    wire submitPulse = key0 & ~key0Prev;   
    wire incEdge     = key1 & ~key1Prev;
    wire quickReset = SW[2];
    wire selOnes  =  SW[0] & ~SW[1];
    wire selTens  = ~SW[0] &  SW[1];
    wire selValid = selOnes ^ selTens;
    reg  [3:0] ones;
    reg  [3:0] tens;
    wire [6:0] guessVal = tens * 7'd10 + ones;
    parameter integer nTries = 7;
    reg [3:0] triesLeft;
    reg [6:0] target;
    reg [3:0] wins;
    reg [3:0] losses;
    reg [7:0] rng;
    always @(posedge clk) rng <= rng + 8'd1;
    reg isHigh, isLow, isOk;
    reg [23:0] fbCount;
    localparam [1:0] hintNone = 2'b00, hintHi = 2'b01, hintLo = 2'b10, hintOk = 2'b11;
    reg [1:0] lastHint;
    reg [23:0] repCount;
    reg        repArmed;
    reg [23:0] ledDiv;
    reg [9:0]  ledPat;
    localparam [2:0] stInput = 3'd0,
                     stError = 3'd1,
                     stEval  = 3'd2,
                     stFb    = 3'd3,
                     stWin   = 3'd4,
                     stLose  = 3'd5,
                     stStats = 3'd6;
    reg [2:0] state;
    reg needTarget;
    reg needTries;
    function [6:0] digit7;
        input [3:0] v;
        begin
            case (v)
                4'd0: digit7 = 7'b1000000;
                4'd1: digit7 = 7'b1111001;
                4'd2: digit7 = 7'b0100100;
                4'd3: digit7 = 7'b0110000;
                4'd4: digit7 = 7'b0011001;
                4'd5: digit7 = 7'b0010010;
                4'd6: digit7 = 7'b0000010;
                4'd7: digit7 = 7'b1111000;
                4'd8: digit7 = 7'b0000000;
                4'd9: digit7 = 7'b0010000;
                default: digit7 = 7'b1111111;
            endcase
        end
    endfunction
    wire [6:0] patH     = 7'b0001001;
    wire [6:0] patI     = 7'b1111001;
    wire [6:0] patL     = 7'b1000111;
    wire [6:0] patO     = 7'b1000000;     
    wire [6:0] patK     = 7'b0001000;     
    wire [6:0] patE     = 7'b0000110;
    wire [6:0] patr     = 7'b0101111;
    wire [6:0] patBlank = 7'b1111111;
    wire [6:0] patU     = 7'b1000001;     
    wire [6:0] patY     = 7'b0010001;     
    wire [6:0] patA     = 7'b0001000;     
    initial begin
        key0Prev   = 1'b0;
        key1Prev   = 1'b0;
        ones       = 4'd0;
        tens       = 4'd0;
        triesLeft  = nTries[3:0];
        target     = 7'd42;
        wins       = 4'd0;
        losses     = 4'd0;
        fbCount    = 24'd0;
        repCount   = 24'd0;
        repArmed   = 1'b0;
        state      = stInput;
        needTarget = 1'b1;
        needTries  = 1'b1;
        LEDR       = 10'b0;
        ledDiv     = 24'd0;
        ledPat     = 10'b0000000001;
        rng        = 8'h5A;
        lastHint   = hintNone;
    end
    task doIncrement;
        begin
            if (selOnes)      ones <= (ones == 4'd9) ? 4'd0 : ones + 4'd1;
            else if (selTens) tens <= (tens == 4'd9) ? 4'd0 : tens + 4'd1;
        end
    endtask
    task resetRoundKeepRecord;
        begin
            ones       <= 4'd0;
            tens       <= 4'd0;
            needTarget <= 1'b1;
            needTries  <= 1'b1;
            lastHint   <= hintNone;
            state      <= stInput;
        end
    endtask
    wire [3:0] targetTens = target / 10;
    wire [3:0] targetOnes = target % 10;
    always @(posedge clk) begin
        key0Prev <= key0;
        key1Prev <= key1;
        if (quickReset) begin
            resetRoundKeepRecord();
        end else begin
            if (state == stInput && needTries) begin
                triesLeft <= nTries[3:0];
                needTries <= 1'b0;
            end
            if (state == stInput) begin
                if (key1) begin
                    if (incEdge) begin
                        doIncrement();
                        repArmed <= 1'b1;
                        repCount <= 24'd10_000_000;
                    end else if (repArmed) begin
                        if (repCount == 0) begin
                            doIncrement();
                            repCount <= 24'd4_000_000;
                        end else begin
                            repCount <= repCount - 1;
                        end
                    end
                end else begin
                    repArmed <= 1'b0;
                    repCount <= 24'd0;
                end
            end else begin
                repArmed <= 1'b0;
                repCount <= 24'd0;
            end
            if (state == stWin) begin
                ledDiv <= ledDiv + 24'd1;
                if (ledDiv == 24'd3_000_000) begin
                    ledDiv <= 24'd0;
                    ledPat <= {ledPat[8:0], ledPat[9]};
                end
                LEDR <= ledPat;
            end else begin
                LEDR  <= 10'b0000000000;
                ledDiv <= 24'd0;
            end
            case (state)
                stInput: begin
                    if (submitPulse) begin
                        if (!selValid) begin
                            state <= stError;
                        end else begin
                            if (needTarget) begin
                                if (rng[6:0] > 7'd99) target <= rng[6:0] - 7'd100;
                                else                   target <= rng[6:0];
                                needTarget <= 1'b0;
                                lastHint   <= hintNone;  
                            end
                            state <= stEval;
                        end
                    end
                end
                stError: 
					 begin
                    if (selValid) state <= stInput;
                end
                stEval: 
					 begin
                    isOk   <= (guessVal == target);
                    isHigh <= (guessVal >  target);
                    isLow  <= (guessVal <  target);
                    if (guessVal == target)       lastHint <= hintOk;
                    else if (guessVal > target)   lastHint <= hintHi;
                    else                          lastHint <= hintLo;
                    if (guessVal != target && triesLeft != 0)
                        triesLeft <= triesLeft - 4'd1;
                    fbCount <= 24'd0;
                    state   <= stFb;
                end
                stFb:
					begin
                    fbCount <= fbCount + 24'd1;
                    if (fbCount == 24'd6_000_000) begin
                        if (isOk) begin
                            if (wins != 4'd9) wins <= wins + 4'd1;
                            state <= stWin;      
                        end else if (triesLeft == 0) begin
                            if (losses != 4'd9) losses <= losses + 4'd1;
                            state <= stLose;     
                        end else begin
                            state <= stInput;    
                        end
                    end
                end
                stWin:
					begin
                    if (submitPulse) state <= stStats;    
                end
                stLose:
					begin
                    if (submitPulse) state <= stStats;
                end
                stStats: begin
                    if (submitPulse) resetRoundKeepRecord();   
                end
                default: state <= stInput;
            endcase
        end
    end
    always @(*) begin
        HEX0 = {1'b1, digit7(ones)};
        HEX1 = {1'b1, digit7(tens)};
        HEX2 = {1'b1, patBlank};
        HEX3 = {1'b1, patBlank};
        HEX4 = {1'b1, digit7(triesLeft)};
        HEX5 = {1'b1, patBlank};
        if (state == stError) begin
            HEX3 = {1'b1, patE};
            HEX2 = {1'b1, patr};
        end
        else if (state == stInput || state == stEval || state == stFb || state == stLose) begin
            case (lastHint)
                hintOk: begin HEX3 = {1'b1, patO}; HEX2 = {1'b1, patK}; end
                hintHi: begin HEX3 = {1'b1, patH}; HEX2 = {1'b1, patI}; end
                hintLo: begin HEX3 = {1'b1, patL}; HEX2 = {1'b1, patO}; end
                default: begin HEX3 = {1'b1, patBlank}; HEX2 = {1'b1, patBlank}; end
            endcase
        end
			if (state == stWin) begin
				 HEX5 = {1'b1, patY};                 
				 HEX4 = {1'b1, patA};                 
				 HEX3 = {1'b1, patY};                 
				 HEX2 = {1'b1, patBlank};             
				 HEX1 = {1'b1, digit7(targetTens)};   
				 HEX0 = {1'b1, digit7(targetOnes)};   
			end
        if (state == stStats) begin
            HEX5 = {1'b1, patU};
            HEX4 = {1'b1, patU};
            HEX3 = {1'b1, digit7(wins)};
            HEX2 = {1'b1, patL};
            HEX1 = {1'b1, digit7(losses)};
            HEX0 = {1'b1, patBlank};
        end
    end
endmodule
### design/flow/run.sh
#!/bin/bash
# OpenROAD 26Q1-2900-gdf79404cd8, Yosys 0.63+post, stock flow scripts
make -C /OpenROAD-flow-scripts/flow DESIGN_CONFIG=/design/flow/config.mk WORK_HOME=/design/flow/orfs finish
### design/flow/config.mk
export PLATFORM = sky130hd
export DESIGN_NAME = GuessTheNumber
export DESIGN_NICKNAME = GuessTheNumber
export VERILOG_FILES = /design/flow/design.v
export SDC_FILE = /design/flow/constraint.sdc
export NUM_CORES = 4
export LEC_CHECK = 1
export CORE_UTILIZATION = 40
### design/flow/constraint.sdc
current_design GuessTheNumber

set clk_period 6.9
set clk_io_pct 0.2

create_clock -name clk0 -period $clk_period [get_ports {MAX10_CLK1_50}]

set non_clock_inputs [all_inputs -no_clocks]
set_input_delay [expr $clk_period * $clk_io_pct] -clock clk0 $non_clock_inputs
set_output_delay [expr $clk_period * $clk_io_pct] -clock clk0 [all_outputs]
==> flow_summary.json <==
{
  "run_status": "completed",
  "avgSynthCellArea_um2": 9.10,
  "hold_path_class": "flop to flop",
  "cts_sinks": 137,
  "postSynthSeqShare": 0.421,
  "grt_use_total": 0.173,
  "most-common-layout-cells": "nor2_1, edfxtp_1, nand2_1, a21oi_1, ha_1",
  "simple_gate_share": 0.216,
  "gp_congestion": 0.869,
  "cts_resized": 0,
  "r2r-end": "triesLeft[3]$_DFFE_PN_",
  "cts-htree-levels": 4,
  "yosys_register_bits": 137,
  "netlist-cell-type-count": 70,
  "cts_root_buf": "clkbuf_16",
  "worst_pin_slew_ps": 796,
  "insertion_delay_ps": 420,
  "post-route-min-period_ps": 6260,
  "ff_type": "edfxtp_1",
  "die_w_um": 154,
  "hold_violations": 0,
  "relSlewSlack": 0.468,
  "cp.required_ps": 5520,
  "yosysTopAreaCell": "edfxtp_1",
  "grt_max_degree": 27,
  "cap_violations": 0,
  "ys_cells": 1011,
  "crit_path_max_fanout": 15,
  "hold_end": "rng[0]$_DFF_P_",
  "diodes": 0,
  "r2r_cells": 13,
  "muxShareOfSynthArea": 0.0101,
  "ant_nets": 0,
  "netlist.area_leader.share": 0.369,
  "leakage_nw": 3.87,
  "critical_path_class": "flop to output port",
  "syn_area_um2": 9200,
  "ys_warn_count": 1,
  "final_max_slew_viol_count": 0,
  "ios": 71,
  "arrival_ps": 4880,
  "clk_path_buf_depth": 2,
  "wirelength_um": 18900,
  "cts_hold_buf": 0,
  "syn_to_final_growth_pct": 15.2,
  "xor_area_frac": 0.0761,
  "grt_pass1_wl_um": 32100,
  "grt-ovfl-total": 0,
  "hold_depth": 1,
  "ys_sh_adder": 0.0898,
  "post_drt_wl_per_cell_um": 14.0,
  "dieArea_um2": 23600,
  "warnings": 66,
  "cts_setup_buffers": 0,
  "async_flop_share": 0,
  "rows": 55,
  "drc": 0,
  "fin_hold_ws_ps": 409,
  "clk_pin_slew_worst_paths_ps": 70,
  "fmax_mhz": 160,
  "finClkSkew_ps": 11.9,
  "cts_tree": "yes",
  "coreArea_um2": 22600,
  "placedCellCount": 1319,
  "dr_total_vias": 7056,
  "fp_util": 0.407,
  "r2r_slack_ps": 3320,
  "top_cells_by_area": "edfxtp_1, ha_1, nor2_1",
  "power.density_nw_per_um2": 194,
  "crit_path_start_kind": "flop",
  "logic_family": "simple AND/OR/NAND/NOR gates",
  "edf_count": 113,
  "compound_area_frac": 0.141,
  "fin_setup_tns_ps": 0,
  "drt_iter0_markers": 435,
  "synthCells": 1011,
  "drive_above_1_share": 0.0563,
  "stdcell_count": 1351,
  "finalCritPeriodShare": 0.907,
  "final_util": 0.469,
  "cts_inserted_buffers": 17,
  "worst_ir_drop_vdd_mv": 0.169,
  "die_h_um": 154,
  "finalSetupViolCount": 0,
  "drtPass1Iterations": 4,
  "antenna_found_initial": 0,
  "hp-start": "rng[0]$_DFF_P_",
  "grt_pass1_vias": 6527,
  "ys_chip_area_um2": 9200,
  "critPathCaptureType": "output port",
  "r2r_start": "tens[3]$_SDFF_PP0_",
  "dp_hpwl_um": 13500,
  "numPortBuffers": 56,
  "rsz0062_at_grt": "false",
  "layout_top_cell": "nor2_1",
  "viasPerCell": 5.22
}
-- layout make-up --
cell class	instances	area, um^2
Clock buffer	18	429
Tap cell	285	357
Multi-Input combinational cell	780	4930
Sequential cell	137	3870
Clock inverter	14	185
Timing Repair Buffer	65	628
Fill cell	2094	12000
Inverter	52	195
-- report_power, final --
| group | internal [mW] | total [mW] | switching (mW) |
|---|---|---|---|
| clock | 0.579 | 0.957 | 0.378 |
| combinational | 0.0747 | 0.146 | 0.0717 |
| sequential | 0.922 | 0.954 | 0.0325 |
| total | 1.58 | 2.06 | 0.482 |
-- layer usage --
layer	track usage	wire length [um]	vias to the layer above
met2	0.268	8750	96
met5	0	0	-
met3	0.0293	735	12
met1	0.276	9270	3286
li1	-	-	3662
met4	0.0133	181	0
-- synthesized netlist by cell type, types with 7 or more instances --
cell,n
or3_1,8
a21oi_1,71
o221ai_1,9
o211ai_1,9
xor2_1,38
nand4_1,16
a211oi_1,7
o21ai_0,57
nand2_1,99
nand3_1,31
mux2i_1,7
nand3b_1,8
dfxtp_1,24
nor3_1,18
nor2_1,136
clkbuf_1,32
inv_1,47
edfxtp_1,113
ha_1,62
buf_4,11
nand2b_1,27
and2_1,16
xnor2_1,40
nor4_1,13
o21a_1,10
and3_1,8
-- stage by stage --
| stage | worst slack [ps] | total power, mW | instance area (um^2) |
|---|---|---|---|
| after floorplan | 2260 | 1.06 | 9220 |
| after global placement | 1130 | 1.12 | 9980 |
| after detailed placement | 1110 | 1.12 | 9980 |
| after CTS | 618 | 2.08 | 10600 |
| after global routing | 87.8 | 2.14 | 10600 |
| final | 644 | 2.06 | 10600 |
-- cell families after synthesis --
family	count (synthesis)
adders and majority gates	65
muxes	9
DFF	137
other	1
AOI/OAI and AO/OA	210
buffers and inverters	100
and+or+nand+nor	410
xor gates and xnor gates	79
-- how the worst max path moves through the flow --
stage,slack [ps],end,start
final,640,HEX0[4],target[5]$_DFFE_PP_
after global routing,90,HEX0[4],target[5]$_DFFE_PP_
after CTS,620,HEX0[4],target[5]$_DFFE_PP_
-- critical path: stages, from the launching register on --
cell	delay (ps)
edfxtp_1	580
nor2_1	320
inv_1	80
ha_1	300
nand2b_1	220
o21ai_2	250
a21oi_1	130
or2_1	280
a222oi_1	380
nand2_1	280
xnor2_2	330
inv_2	120
ha_1	210
mux2i_1	130
nor2_1	50
o311ai_1	280
clkdlybuf4s50_1	510
-- state kept, by name, indices dropped and copies added, names as in the netlist, 2 cells and up --
signal and flops:
LEDR 10, fbCount 24, lastHint 2, ledDiv 24, ledPat 10, losses 4, ones 4, repCount 24
rng 7, state 3, target 7, tens 4, triesLeft 4, wins 4
Power is estimated from default activity; no workload was simulated.
