===== flow/design.v =====
module Proj4WhackAMole(
    input  MAX10_CLK1_50,
    input  [9:0] SW,
    inout  [35:0] GPIO,
    output [7:0] HEX0,
    output [7:0] HEX1,
    output [7:0] HEX2,
    output [7:0] HEX3,
    output [7:0] HEX4,
    output [7:0] HEX5,
    output [9:0] LEDR
);
wire clk100k;
ClockDivider100k div1(
    .clk_in(MAX10_CLK1_50),
    .clk_out(clk100k)
);
reg [2:0] row_sel = 0;
always @(posedge clk100k)
    row_sel <= row_sel + 1;
wire clk_game;
SlowGameClock game_div(
    .clk_in(clk100k),    
    .clk_out(clk_game)   
);
wire smash_TL = ~GPIO[29];
wire smash_TR = ~GPIO[31];
wire smash_BL = ~GPIO[33];
wire smash_BR = ~GPIO[35];
wire smash_any = smash_TL | smash_TR | smash_BL | smash_BR;
wire [1:0] smash_zone =
    smash_TL ? 2'b00 :
    smash_TR ? 2'b01 :
    smash_BL ? 2'b10 :
    smash_BR ? 2'b11 :
    2'b11;    
wire start      = SW[0];    
wire reset      = SW[1];    
wire stats      = SW[2];    
wire difficulty = SW[3];    
wire [1:0] mole_row_group;
wire [1:0] mole_col_group;
wire [7:0] score;
wire [7:0] timer_val;    
wire [7:0] high_score;
wire [2:0] lives;        
wire       show_mole;
WhackFSM_QSMASH fsm(
    .clk(clk_game),           
    .start(start),
    .reset(reset),
    .smash_zone(smash_zone),
    .smash_any(smash_any),
    .stats(stats),
    .difficulty(difficulty),
    .mole_row_group(mole_row_group),
    .mole_col_group(mole_col_group),
    .score(score),
    .timer_out(timer_val),
    .high_score(high_score),
    .lives(lives),
    .show_mole(show_mole)
);
wire [7:0] row_drive;
wire [7:0] col_drive;
MatrixDriver2x2 matrix(
    .row_sel(row_sel),
    .mole_row_group(mole_row_group),
    .mole_col_group(mole_col_group),
    .show(show_mole),
    .row_out(row_drive),
    .col_out(col_drive)
);
assign GPIO[0]  = ~row_drive[0];
assign GPIO[2]  = ~row_drive[1];
assign GPIO[4]  = ~row_drive[2];
assign GPIO[6]  = ~row_drive[3];
assign GPIO[8]  = ~row_drive[4];
assign GPIO[10] = ~row_drive[5];
assign GPIO[12] = ~row_drive[6];
assign GPIO[14] = ~row_drive[7];
assign GPIO[16] = col_drive[0];
assign GPIO[18] = col_drive[1];
assign GPIO[20] = col_drive[2];
assign GPIO[22] = col_drive[3];
assign GPIO[24] = col_drive[4];
assign GPIO[26] = col_drive[5];
assign GPIO[28] = col_drive[6];
assign GPIO[30] = col_drive[7];
assign LEDR[0] = (lives >= 1);
assign LEDR[1] = (lives >= 2);
assign LEDR[2] = (lives >= 3);
assign LEDR[9:3] = 7'b0000000;
reg [3:0] d0, d1, d2, d3, d4, d5;
reg [7:0] sec;
reg [7:0] hund;
wire in_idle  = (lives == 3 && score == 0 && show_mole == 0);
wire game_over = (lives == 0);
wire show_dp = !(game_over && stats);
always @(*) begin
    d5 = score / 10;
    d4 = score % 10;
    sec  = timer_val / 8'd100;    
    hund = timer_val % 8'd100;    
    d3 = sec / 10;           
    d2 = sec % 10;           
    d1 = hund / 10;          
    d0 = hund % 10;          
    if (in_idle) begin
        d5 = 4'hF;    
        d4 = 4'd5;    
        d3 = 4'hC;    
        d2 = 4'hA;    
        d1 = 4'hD;    
        d0 = 4'hC;    
    end
    else if (game_over && !stats) begin
        d5 = 4'hF;
        d4 = 4'hB;    
        d3 = 4'd0;    
        d2 = 4'd5;    
        d1 = 4'hE;    
        d0 = 4'hF;
    end
    else if (game_over && stats) begin
        d5 = 4'hF;               
        d4 = 4'hF;               
        d3 = 4'hF;               
        d2 = 4'hF;               
        d1 = high_score / 10;    
        d0 = high_score % 10;    
    end
end
wire [7:0] h0, h1, h2, h3, h4, h5;
SevenSeg s0(d0, h0);
SevenSeg s1(d1, h1);
SevenSeg s2(d2, h2);
SevenSeg s3(d3, h3);
SevenSeg s4(d4, h4);
SevenSeg s5(d5, h5);
assign HEX0 = h0;
assign HEX1 = h1;
assign HEX2 = show_dp ? (h2 & 8'b01111111) : h2;  
assign HEX3 = h3;
assign HEX4 = h4;
assign HEX5 = h5;
endmodule
module WhackFSM_QSMASH(
    input clk,
    input start,
    input reset,
    input [1:0] smash_zone,
    input smash_any,
    input stats,
    input difficulty,
    output reg [1:0] mole_row_group,
    output reg [1:0] mole_col_group,
    output reg [7:0] score,
    output reg [7:0] timer_out,       
    output reg [7:0] high_score,
    output reg [2:0] lives,           
    output reg show_mole
);
reg [2:0] state = 3'd0;
localparam IDLE         = 3'd0;
localparam LIGHT_MOLE   = 3'd1;
localparam WAIT_INPUT   = 3'd2;
localparam CHECK        = 3'd3;
localparam SCORE_UPDATE = 3'd4;
localparam NEXT_ROUND   = 3'd5;
localparam GAME_OVER    = 3'd6;
reg [15:0] timer;
reg [15:0] allowed_time = 16'd200;    
reg [7:0] lfsr = 8'hA3;
wire [1:0] mole_zone =
    (mole_row_group < 2 && mole_col_group < 2) ? 2'b00 :
    (mole_row_group < 2 && mole_col_group > 1) ? 2'b01 :
    (mole_row_group > 1 && mole_col_group < 2) ? 2'b10 :
                                                 2'b11;
reg prev_smash_any = 0;
wire smash_edge = smash_any & ~prev_smash_any;
reg prev_start = 0;
wire start_edge = start & ~prev_start;
reg [7:0] new_score;
always @(posedge clk) begin
    prev_smash_any <= smash_any;
    prev_start     <= start;
    if (reset) begin
        state        <= IDLE;
        score        <= 0;
        lives        <= 3;          
        show_mole    <= 0;
        timer_out    <= 0;
        allowed_time <= difficulty ? 16'd120 : 16'd200;
        lfsr         <= 8'hA3;
        high_score   <= 0;
    end else begin
        case(state)
            IDLE: begin
                show_mole    <= 0;
                timer_out    <= 0;
                allowed_time <= difficulty ? 16'd120 : 16'd200;
                score        <= 0;
                lives        <= 3;    
                if (start)
                    state <= LIGHT_MOLE;
            end
            LIGHT_MOLE: begin
                lfsr <= {lfsr[6:0], lfsr[7] ^ lfsr[5]};
                mole_row_group <= lfsr[1:0];
                mole_col_group <= lfsr[3:2];
                show_mole      <= 1;
                timer          <= allowed_time;
                timer_out      <= 0;
                state          <= WAIT_INPUT;
            end
            WAIT_INPUT: begin
                if (timer != 0)
                    timer <= timer - 1;
                timer_out <= timer_out + 1;
                if (smash_edge) begin
                    if (smash_zone == mole_zone)
                        state <= SCORE_UPDATE;
                    else
                        state <= CHECK;   
                end else if (timer == 0) begin
                    state <= CHECK;       
                end
            end
            CHECK: begin
                if (lives <= 1) begin
                    lives     <= 0;
                    show_mole <= 0;
                    state     <= GAME_OVER;
                end else begin
                    lives <= lives - 1;
                    state <= NEXT_ROUND;
                end
            end
            SCORE_UPDATE: begin
                new_score = score + 1;
                score     <= new_score;
                if (new_score > high_score)
                    high_score <= new_score;
                if (allowed_time > 16'd60)
                    allowed_time <= allowed_time - 16'd10;
                state <= NEXT_ROUND;
            end
            NEXT_ROUND: begin
                show_mole <= 0;
                state     <= LIGHT_MOLE;
            end
            GAME_OVER: begin
                show_mole <= 0;
                if (start_edge) begin
                    state <= IDLE;
                end
            end
            default: begin
                state <= IDLE;
            end
        endcase
    end
end
endmodule
module MatrixDriver2x2(
    input  [2:0] row_sel,
    input  [1:0] mole_row_group,
    input  [1:0] mole_col_group,
    input        show,
    output reg [7:0] row_out,
    output reg [7:0] col_out
);
    parameter FLIP_ROW = 0;
    parameter FLIP_COL = 0;
    wire [2:0] mole_row_raw = {mole_row_group, 1'b0};
    wire [2:0] mole_col_raw = {mole_col_group, 1'b0};
    wire [2:0] mole_row = FLIP_ROW ? (3'd7 - mole_row_raw) : mole_row_raw;
    wire [2:0] mole_col = FLIP_COL ? (3'd7 - mole_col_raw) : mole_col_raw;
    wire [2:0] real_row_sel = FLIP_ROW ? (3'd7 - row_sel) : row_sel;
    always @(*) begin
        row_out = 8'b11111111;
        col_out = 8'b11111111;
        row_out[real_row_sel] = 1'b0;
        if (show && (real_row_sel == mole_row)) begin
            col_out[mole_col] = 1'b0;
        end
    end
endmodule
module SevenSeg(
    input [3:0] val,
    output reg [7:0] seg
);
always @(*) begin
    case(val)
        4'd0: seg = 8'b11000000;  
        4'd1: seg = 8'b11111001;  
        4'd2: seg = 8'b10100100;  
        4'd3: seg = 8'b10110000;  
        4'd4: seg = 8'b10011001;  
        4'd5: seg = 8'b10010010;  
        4'd6: seg = 8'b10000010;  
        4'd7: seg = 8'b11111000;  
        4'd8: seg = 8'b10000000;  
        4'd9: seg = 8'b10010000;  
        4'hA: seg = 8'b10001000;  
        4'hB: seg = 8'b11000111;  
        4'hC: seg = 8'b10000111;  
        4'hD: seg = 8'b10101111;  
        4'hE: seg = 8'b10000110;  
        4'hF: seg = 8'b11111111;  
        default: seg = 8'b11111111;
    endcase
end
endmodule
module ClockDivider100k(
    input  clk_in,
    output reg clk_out
);
reg [8:0] count = 0;
always @(posedge clk_in) begin
    if (count == 9'd249) begin
        count   <= 0;
        clk_out <= ~clk_out;
    end else begin
        count <= count + 1;
    end
end
endmodule
module SlowGameClock(
    input  clk_in,
    output reg clk_out
);
    reg [9:0] count = 0;
    always @(posedge clk_in) begin
        if (count == 10'd499) begin
            count   <= 0;
            clk_out <= ~clk_out;
        end else begin
            count <= count + 1;
        end
    end
endmodule

===== flow/constraint.sdc =====
current_design Proj4WhackAMole

set clk_period 9.9
set clk_io_pct 0.2

create_clock -name clk0 -period $clk_period [get_ports {MAX10_CLK1_50}]

set non_clock_inputs [all_inputs -no_clocks]
set_input_delay [expr $clk_period * $clk_io_pct] -clock clk0 $non_clock_inputs
set_output_delay [expr $clk_period * $clk_io_pct] -clock clk0 [all_outputs]

===== flow/config.mk =====
export PLATFORM = sky130hd
export DESIGN_NAME = Proj4WhackAMole
export DESIGN_NICKNAME = Proj4WhackAMole
export VERILOG_FILES = /design/flow/design.v
export SDC_FILE = /design/flow/constraint.sdc
export NUM_CORES = 4
export LEC_CHECK = 1
export CORE_UTILIZATION = 40

===== flow/run.sh =====
#!/bin/bash
# OpenROAD 26Q1-2900-gdf79404cd8, Yosys 0.63+post, stock flow scripts
make -C /OpenROAD-flow-scripts/flow DESIGN_CONFIG=/design/flow/config.mk WORK_HOME=/design/flow/orfs finish

==> run summary <==
Flow results follow.

The cell sitting at the root of the clock tree is a clkbuf_16. In this run the post-CTS setup repair buffer count came out at 0. The timer found 90 register pins that no clock reaches; their paths are not timed. Per the synthesis report, the adder-cell share of the synthesized area is 8.05%.

The basic-gate share of the synthesized area counting and, or, nand and nor cells is 25.6%. The proportion of synthesized flip-flops having asynchronous set or reset is 0%. The top logic cell family in the synthesized netlist is AND-OR/OR-AND gates. Before placement the cells fill 40.8% of the core. The post-DP HPWL is 18000 um. Averaged over all synthesized cells, the footprint is 7.78 um2. The number of distinct library cells after synthesis is 113. The floorplan row count is 57. The count of endpoints without a timing constraint is 162. Ranked by total cell area, the synthesized netlist is headed by dfxtp_1 (13%), edfxtp_1 (11%), ha_1 (7.7%). The warning count from the yosys run is 6. Summing the areas of all xor and xnor instances in the mapped netlist gives 6.20% of the synthesized area. The area fraction in compound gates after synthesis is 25.8%. The post-cts repair resize count is 0. The die outline height is 159 um. The maximum number of pins on one net before global-route repair is 78. The prevailing post-synth register cell is dfxtp_1. The last weighted congestion value of the routability-driven placer is 0.902. The number of buffers inserted for hold repair after clock tree synthesis is 0. After synthesis the cells add up to 9890 um2. The first error in the log reads "[ERROR RSZ-0074] Failed to build tree from global routes for pin 'GPIO[35]' and net 'GPIO[35]' at grid (3450, 44850): found route to 2 pins, expected 1".

CTS built an H-tree with a depth of 1. For this design the top-level I/O count stands at 105. The most area-hungry cell type in the Yosys netlist is dfxtp_1. In this run the horizontal extent of the chip is 159 um. After synthesis, the chip area reported by Yosys is 9890 um2. After synthesis, the largest area contributor takes up 12.8% of total cell area. The stage where the run came to a stop is global routing (5_1_grt). The sequential share of the synthesized area is 24.0%.

The number of CTS-inserted buffers is 3. The maximum buffer depth of the clock tree is 2. The flop and latch count out of synthesis is 100.

The post-synthesis instance total is 1270. The number of cells in the yosys synthesis report is 1270. The mux share of post-synthesis cell area is 3.04%. The flow did not finish. The number of enable flip-flop cells is 37.

The port buffer count is 50.
synthesized netlist by cell type (15+ instances only):
master	count
inv_1	57
a211oi_1	18
buf_2	16
nand2_1	126
edfxtp_1	37
nor2b_1	21
xor2_1	32
clkbuf_1	41
dfxtp_1	63
mux2i_1	24
nand2b_1	21
nand3_1	35
a22oi_1	15
buf_4	25
a31oi_1	17
nor3_1	42
a21oi_1	79
xnor2_1	38
o21ai_0	85
ha_1	61
nor2_1	128
logic make-up after synthesis:
kind of cell             Yosys count
AND-OR/OR-AND                    361
AND/OR/NAND/NOR                  491
other                              2
adder cells (fa/ha/maj)           64
multiplexers                      29
flip-flops                       100
buffers and inverters            153
XOR/XNOR                          70
through the flow:
step                cells  instance area, um2  power [mW]  worst slack [ns]  hold slack, ns
floorplan            1284                9940      0.0529              1.22           0.432
global placement     1593               10500      0.0527             0.163           0.448
detailed placement   1593               10500      0.0525             0.100           0.450
CTS                  1597               10600       0.132            0.0948           0.465
Power and IR drop assume default switching activity.
