==> ./design.v <==
module ClockDivider100(clk, clk100);
   input clk;         
	output reg clk100;
	parameter new = 50000;
	reg [27:0] counter = 28'b0;
	always @(posedge clk)
	  begin
	    counter <= counter + 1;  
		 if (counter >= new-1)
		    counter <= 28'b0;
		  clk100  <= (counter<(new/2)) ? 1'b1: 1'b0;
	  end
endmodule
module reaction2(Clock, state, myFLAG, LEDn, Digit1, Digit0, Digit2);
	input Clock;  
	input [1:0]  state;
	output reg myFLAG;
	output wire [9:0] LEDn;  
	output wire [9:0] Digit2, Digit1, Digit0;  
	reg [9:0] myLED;
	reg [6:0] myBCD2, myBCD1, myBCD0;
	reg [9:0] k;
	reg [9:0] myRand;
	always @(posedge Clock)
		begin
			if (state == 0)  
				begin
					myLED[9:0] <= 0;  
					myBCD1 <= 0;  
 					myBCD0 <= 0;  
					myBCD2 <= 0;  
					k <= 0;
					myRand <= myRand + 11; 
				end
			else if (state == 1)  
				begin
					myLED[9:0] <= 10'b1000000000;
					myBCD1 <= 0; 
 					myBCD0 <= 0; 
					myBCD2 <= 0; 
					myRand <= myRand;
					k <= k + 1;
					if (k > myRand%1000) 
							myFLAG <= 1;
					else
							myFLAG <=0;
				end
		else if (state == 2)  
					begin
					  myLED[9:0] <= 10'b1111111111;
					  myFLAG <= 0;
					  k <= 0;
					  if (myBCD0 == 4'd9) begin
						 myBCD0 <= 0;
						 if (myBCD1 == 4'd9) begin
							myBCD1 <= 0;
							if (myBCD2 == 4'd9) begin
							  myBCD2 <= 0;        
							end else begin
							  myBCD2 <= myBCD2 + 1;
							end
						 end else begin
							myBCD1 <= myBCD1 + 1;
						 end
					  end else begin
						 myBCD0 <= myBCD0 + 1;
					  end
					end
			else if (state == 3)  
				begin
				   myLED[9:0] <= 10'b1010101010;
					myBCD0 <= myBCD0;
					myBCD1 <= myBCD1;
					myBCD2 <= myBCD2;
					myFLAG <= 0;
					k <= 0;
					myRand <= myRand;
				end
			else  
			   begin
					myLED[9:0] <= 10'b1111100000;
					myBCD0 <= 8;
					myBCD1 <= 8;
					myBCD2 <= 8;
					myFLAG <= 0;
					k <= 0;
					myRand <= myRand;
				end
		end
	assign LEDn = myLED;
	seg7 seg1(myBCD1, Digit1);
	seg7 seg2(myBCD0, Digit0);
	seg7 seg3(myBCD2, Digit2);
	seg7 seg0(4'd0, Digit3);       
endmodule 
module reaction25(
	input 		          		ADC_CLK_10,
	input 		          		MAX10_CLK1_50,
	input 		          		MAX10_CLK2_50,
	output		     [7:0]		HEX0,
	output		     [7:0]		HEX1,
	output		     [7:0]		HEX2,
	output		     [7:0]		HEX3,
	output		     [7:0]		HEX4,
	output		     [7:0]		HEX5,
	input 		     [1:0]		KEY,
	output		     [9:0]		LEDR,
	input 		     [9:0]		SW
);
assign HEX3 = 8'b01000000;            
assign HEX4 = 8'b11111111;
assign HEX5 = 8'b11111111;
reg [1:0] state_reg;
wire OnOff = SW[0];
wire R = ~KEY[1];  
wire clk = MAX10_CLK1_50;
wire clk100Hz;
wire [9:0] Digit3, Digit2, Digit1, Digit0;  
wire [9:0] ledn;  
wire myFLAG;
parameter idle = 2'b00;
parameter delay = 2'b01;
parameter timing = 2'b10;
parameter display = 2'b11;
initial begin
	state_reg = idle;
end
always @(posedge clk100Hz)  
   begin
		case(state_reg)
			idle:  if (OnOff & !R) 	state_reg <= delay;
					 else 				state_reg <= idle;
			delay: if (OnOff & myFLAG & !R)	state_reg <= timing;
					 else					state_reg <= delay;
			timing:if (OnOff & R)   state_reg <= display;
					 else					state_reg <= timing;
			display:if (!OnOff)		state_reg <= idle;
					  else				state_reg <= display;
			default:						state_reg <= idle;
		endcase
	end
ClockDivider100 CLK_MUT(clk, clk100Hz);
reaction2 React_MUT(clk100Hz, state_reg, myFLAG, ledn, Digit1, Digit0, Digit2);
assign LEDR = ledn;
assign HEX0[7] = 1;
assign HEX0[6:0] = ~Digit0; 
assign HEX1[7] = 1;
assign HEX1[6:0] = ~Digit1;
assign HEX2[7] = 1;
assign HEX2[6:0] = ~Digit2;
endmodule
module seg7 (bcd, leds);
	input [3:0] bcd;
	output reg [6:0] leds;
	always @(bcd)
	begin
		case (bcd)  
			0: leds = 7'b0111111;
			1: leds = 7'b0000110;
			2: leds = 7'b1011011;
			3: leds = 7'b1001111;
			4: leds = 7'b1100110;
			5: leds = 7'b1101101;
			6: leds = 7'b1111101;
			7: leds = 7'b0000111;
			8: leds = 7'b1111111;
			9: leds = 7'b1101111;
			default: leds = 7'bx;
		endcase
	end
endmodule 
==> ./run.sh <==
#!/bin/bash
# OpenROAD 26Q1-2900-gdf79404cd8, Yosys 0.63+post, stock flow scripts
make -C /OpenROAD-flow-scripts/flow DESIGN_CONFIG=/design/flow/config.mk WORK_HOME=/design/flow/orfs finish
==> ./config.mk <==
export PLATFORM = sky130hd
export DESIGN_NAME = reaction25
export DESIGN_NICKNAME = reaction25
export VERILOG_FILES = /design/flow/design.v
export SDC_FILE = /design/flow/constraint.sdc
export NUM_CORES = 4
export LEC_CHECK = 1
export CORE_UTILIZATION = 40
==> ./constraint.sdc <==
current_design reaction25

set clk_period 2.1
set clk_io_pct 0.2

create_clock -name clk0 -period $clk_period [get_ports {MAX10_CLK1_50}]

set non_clock_inputs [all_inputs -no_clocks]
set_input_delay [expr $clk_period * $clk_io_pct] -clock clk0 $non_clock_inputs
set_output_delay [expr $clk_period * $clk_io_pct] -clock clk0 [all_outputs]
==> results.tsv <==
stage	metric	value	unit
grt	grt_use_total	0.123	
flow_run	cap_violations	0	
clock_tree	cts_buffer_depth	2	
floorplanning	num_rows	40	
status	outcome	finished, final reports clean	
sta	period_minus_slack	1910	ps
synthesis	ys.flop_type	dfxtp_1	
sta	clock.fmax	522	MHz
synthesis	ys_seq_frac	0.424	
sta	untimed_endpoints	112	
worst_setup_path	startpoint_type	flip-flop	
clock_tree	insertion_delay	270	ps
synthesis	ys_ff	99	
finish	drive_gt1_frac	0.0570	
power	switching_share	0.165	
clock_tree	cts_resized	0	
sta	setup_viol	0	
sta	tightestPinTransition	564	ps
sta	unclocked_pins	70	
power	pwr-share-clk	0.582	
floorplanning	core_area	0.0120	mm2
finish	regArea	0.00209	mm2
grt	grt_start_max_net_pins	40	
synthesis	ys_cells	543	
sta	slew_viol_final	0	
finish	comb_area	0.00247	mm2
detailed_routing	avgViaCountPerCell	4.63	
sta	relSlewSlack	0.624	
floorplanning	fp-utilization	0.411	
finish	largest_register	CLK_MUT.counter	
grt	antenna_found_initial	0	
finish	utilization	0.457	
power	comb_power_share	0.009	
detailed_routing	drc	0	
worst_setup_path	path_cells	ha_1, and3_1, or3_1, a21oi_1, o21ai_0, a31o_2, nor2_1	
synthesis	async_flop_share	0	
finish	synthToLayoutAreaGrowth	11.1	%
detailed_routing	drt-total-wl	7.31	mm
place	dp_hpwl	5.45	mm
power	leakage	2.44	nW
detailed_routing	drt_iter0_markers	194	
sta	hold_violations	0	
synthesis	edf_count	11	
grt	grt_pass1_wl	13.2	mm
power	irDropWorstVdd	0.691	mV
place	numPortBuffers	33	
power	power_density	253	mW/mm2
synthesis	top_area_cell	dfxtp_1	
sta	fin_skew	5.90	ps
flow_run	warning_count	57	
worst_setup_path	critPathKind	flip-flop to flip-flop	
floorplanning	dieArea	0.0128	mm2
power	switching_power	0.229	mW
sta	holdWs	458	ps
detailed_routing	antenna_left	0	
worst_setup_path	crit_path_max_incr_delay	380	ps
worst_setup_path	slowest_stage	a31o_2	
clock_tree	postCtsHoldBufs	0	
synthesis	yosys_area	0.00494	mm2
floorplanning	die_h	113	um
sta	finalClockPeriodUsage	0.912	
clock_tree	clk_pin_slew	50	ps
finish	nFillCells	1143	
synthesis	synth.distinct_cells	60	
detailed_routing	wl_per_cell	10.1	um
sta	final.setup.tns	0	ps
synthesis	netlist_instances	543	
synthesis	yosys_warnings	12	
worst_setup_path	worstPathMaxFanout	16	
grt	first_global_vias	3078	
grt	grt-ovfl-total	0	
worst_setup_path	cp.required	2300	ps
synthesis	synth_area	0.00494	mm2
clock_tree	clock-root-buffer	clkbuf_16	
worst_setup_path	end_kind	flip-flop	
synthesis	syn_area_per_cell	9.09	um2
clock_tree	postCtsSetupBuffers	0	
synthesis	top_cells_by_area	dfxtp_1, ha_1, edfxtp_1	
clock_tree	cts_buffers	5	
floorplanning	ioPinCount	73	
hold_path	holdCritPathClass	flip-flop to flip-flop	
clock_tree	cts_max_level	2	
detailed_routing	diodes	0	
detailed_routing	drt_first_pass_iters	4	
synthesis	top_cell_area_share	0.357	
power	p_int	1.16	mW
sta	rsz0062_at_grt	false	
power	seqPwrFrac	0.409	
place	gp_congestion	0.827	
finish	reg_top3	CLK_MUT.counter: 28 flops, React_MUT.k: 10 flops, React_MUT.myRand: 10 flops	
floorplanning	die_w	113	um
worst_setup_path	cp_data_arrival_time	2110	ps
detailed_routing	vias	3365	
clock_tree	tritoncts	built	
finish	largest_reg_flops	28	
-- per-layer routing --
metal | GRT usage | vias up | share of wire
met5 | 0 | - | 0
met4 | 0.00789 | 0 | 0.0016
met3 | 0.00983 | 2 | 0.016
met2 | 0.205 | 32 | 0.47
met1 | 0.188 | 1525 | 0.52
li1 | - | 1806 | -
-- layout by cell type (no fill, tap or decap), drive strengths merged, types with 2 or more instances in the layout --
cell | Yosys | layout
dfxtp | 88 | 88
inv | 58 | 58
nor2 | 45 | 45
nand2 | 44 | 44
ha | 40 | 40
conb | 2 | 39
clkdlybuf4s50 | 0 | 33
nand3 | 26 | 26
o21ai | 24 | 24
xor2 | 17 | 17
a21oi | 16 | 16
xnor2 | 16 | 16
edfxtp | 11 | 11
and3 | 11 | 11
and2 | 11 | 11
nand4 | 9 | 9
nor2b | 7 | 7
clkbuf | 9 | 7
nor4 | 6 | 6
o21a | 5 | 5
o211ai | 5 | 5
nand2b | 5 | 5
nand3b | 5 | 5
a21o | 5 | 5
mux2 | 4 | 4
a31oi | 3 | 3
mux2i | 3 | 3
o31ai | 3 | 3
or3 | 3 | 3
nor3 | 3 | 3
a21boi | 3 | 3
nor4b | 3 | 3
or2 | 2 | 2
a31o | 2 | 2
or4 | 2 | 2
buf | 35 | 2
a22o | 2 | 2
-- logic make-up after synthesis --
kind of cell | count (synthesis) | share of synthesized area
mux | 7 | 0.0160
other cells | 2 | 0.00152
buf+inv | 102 | 0.104
xor+xnor | 33 | 0.0585
simple gates | 183 | 0.191
flops | 99 | 0.424
compound gates | 77 | 0.105
fa+ha+maj | 40 | 0.101
-- metrics by stage --
step | worst slack, ps | power [mW] | std cells | cell area (um2)
6_report | 186 | 1.39 | 726 | 5490
5_1_grt | 81.6 | 1.45 | 726 | 5490
4_1_cts | 184 | 1.41 | 726 | 5490
3_5_place_dp | 223 | 0.591 | 718 | 5310
3_3_place_gp | 246 | 0.591 | 718 | 5310
2_1_floorplan | 220 | 0.619 | 580 | 5080
-- synthesized netlist by cell type (3+ instances only) --
library cell	count
o211ai_1	5
nor3_1	3
inv_1	58
nor2b_1	7
a21o_1	3
nor4_1	6
buf_4	32
ha_1	40
xnor2_1	16
o21a_1	5
or3_1	3
edfxtp_1	11
dfxtp_1	88
nand3_1	26
a31oi_1	3
and3_1	9
o21ai_0	23
nand3b_1	5
and2_1	8
nor2_1	45
xor2_1	17
nand2_1	43
clkbuf_1	9
nand2b_1	5
nand4_1	8
a21boi_0	3
mux2_2	3
a21oi_1	16
o31ai_1	3
mux2i_1	3
-- power groups by stage --
stage / combinational (mW) / sequential (mW) / clock, mW
4_1_cts: 0.0130 / 0.568 / 0.825
5_1_grt: 0.0174 / 0.568 / 0.864
6_report: 0.0122 / 0.568 / 0.808
-- worst paths after layout --
path	from	endpoint	slack, ps	depth (start not counted)
worst max-delay path	CLK_MUT.counter[0]	CLK_MUT.counter[11]	190	7
worst min-delay path	CLK_MUT.counter[15]	CLK_MUT.clk100	460	1
worst max register to register	CLK_MUT.counter[0]	CLK_MUT.counter[11]	190	7
worst min register to register	CLK_MUT.counter[15]	CLK_MUT.clk100	460	1
-- final cells by class --
| cell class | instances | area share |
|---|---|---|
| Sequential cell | 99 | 0.382 |
| Tap cell | 147 | 0.0335 |
| Inverter | 58 | 0.0397 |
| Clock inverter | 1 | 0.00547 |
| Clock buffer | 7 | 0.0260 |
| Timing Repair Buffer | 35 | 0.0630 |
| Multi-Input combinational cell | 379 | 0.451 |
-- worst max-delay path: cells and delay by family (launching register included) --
kind            cells  cell delay, ps
flops               1             330
fa+ha+maj           1             220
compound gates      3             620
simple gates        3             670
Power figures rest on the tool's default switching activity, not on a simulated workload.
